**design/flow/design.v**
```verilog
module lab_7(
    output reg [7:0] anode,   
    output reg [6:0] seg,     
    input logic clk,          
    input logic write,        
    input logic reset,        
    input logic [3:0] num,    
    input logic [2:0] sel,
    output logic dp           
);
    logic slow_clk;             
    logic [3:0] q[7:0];         
    logic [2:0] counter_sel;    
    logic [7:0] en;             
    logic [3:0] m_out;          
    logic [16:0] q1;
    logic [2:0] q2;
    logic [2:0] new_sel;
    assign dp=1;
    always_ff @(posedge clk or posedge reset) begin
        if (reset)
            q1 <= 0;
        else
            q1 <= q1 + 1'b1;
    end
    assign slow_clk = q1[16];
    always_ff @(posedge slow_clk or posedge reset) begin
        if (reset)
            q2 <= 0;
        else
            q2 <= q2 + 1'b1;
    end
    always_comb begin
        if (write)
            new_sel = sel;
        else
            new_sel = q2;
    end
    always_comb begin 
        for (int i = 0; i < 8; i = i + 1) begin 
            en[i] = write & ~anode[i];
        end
    end
    always_ff @(posedge clk or posedge reset) begin
        if (reset) begin
            q[0] <= 4'b0000; q[1] <= 4'b0000; q[2] <= 4'b0000; q[3] <= 4'b0000;
            q[4] <= 4'b0000; q[5] <= 4'b0000; q[6] <= 4'b0000; q[7] <= 4'b0000;
        end else begin
            if (en[0]) q[0] <= num;
            if (en[1]) q[1] <= num;
            if (en[2]) q[2] <= num;
            if (en[3]) q[3] <= num;
            if (en[4]) q[4] <= num;
            if (en[5]) q[5] <= num;
            if (en[6]) q[6] <= num;
            if (en[7]) q[7] <= num;
        end
    end
    always_comb begin
        case (new_sel)
            3'b000: m_out = q[0];
            3'b001: m_out = q[1];
            3'b010: m_out = q[2];
            3'b011: m_out = q[3];
            3'b100: m_out = q[4];
            3'b101: m_out = q[5];
            3'b110: m_out = q[6];
            3'b111: m_out = q[7];
        endcase
    end
    always_comb begin
        case (m_out)
4'b0000 : seg = 7'b0000001;
                    4'b0001 : seg = 7'b1001111;
                    4'b0010 : seg = 7'b0010010;
                    4'b0011 : seg = 7'b0000110;
                    4'b0100 : seg = 7'b1001100;
                    4'b0101 : seg = 7'b0100100;
                    4'b0110 : seg = 7'b0100000;
                    4'b0111 : seg = 7'b0001111;
                    4'b1000 : seg = 7'b0000000;
                    4'b1001 : seg = 7'b0000100;
                    4'b1010 : seg = 7'b0001000;
                    4'b1011 : seg = 7'b1100000;
                    4'b1100 : seg = 7'b0110001;
                    4'b1101 : seg = 7'b1000010;
                    4'b1110 : seg = 7'b0110000;
                    4'b1111 : seg = 7'b0111000;
        endcase
    end
    always_comb begin
        case (new_sel)
            3'b000: anode = 8'b11111110;
            3'b001: anode = 8'b11111101;
            3'b010: anode = 8'b11111011;
            3'b011: anode = 8'b11110111;
            3'b100: anode = 8'b11101111;
            3'b101: anode = 8'b11011111;
            3'b110: anode = 8'b10111111;
            3'b111: anode = 8'b01111111;
        endcase
    end
endmodule
```
**design/flow/run.sh**
```bash
#!/bin/bash
# OpenROAD 26Q1-2900-gdf79404cd8, Yosys 0.63+post, stock flow scripts
make -C /OpenROAD-flow-scripts/flow DESIGN_CONFIG=/design/flow/config.mk WORK_HOME=/design/flow/orfs finish
```
**design/flow/config.mk**
```make
export PLATFORM = sky130hd
export DESIGN_NAME = lab_7
export DESIGN_NICKNAME = lab_7
export VERILOG_FILES = /design/flow/design.v
export SDC_FILE = /design/flow/constraint.sdc
export NUM_CORES = 4
export LEC_CHECK = 1
export CORE_UTILIZATION = 30
```
**design/flow/constraint.sdc**
```tcl
current_design lab_7

set clk_period 4.8
set clk_io_pct 0.2

create_clock -name clk0 -period $clk_period [get_ports {clk}]

set non_clock_inputs [all_inputs -no_clocks]
set_input_delay [expr $clk_period * $clk_io_pct] -clock clk0 $non_clock_inputs
set_output_delay [expr $clk_period * $clk_io_pct] -clock clk0 [all_outputs]
```
==> qor.txt <==
Synth warnings - 2
DRC - 0
Chip width - 100 microns
Status - finished, final reports clean
Distinct lib cells - 44
Top FF cell, synth - dfrtp_1
Most numerous logic cells after layout - dfrtp_1 (52), mux2_2 (35), buf_4 (27)
Synthesis area per yosys - 2900 sq um
Cycle use final - 95.9%
CP arrival - 3640 ps
Pre-antenna DRT Iters - 4
Crit path cell chain - dlygate4sd2_1 -> buf_12 -> mux2i_4 -> mux2i_1 -> o21ai_0 -> a221o_1 -> o21ai_1 -> inv_1 -> ha_1 -> mux2_4 -> a22o_1 -> clkdlybuf4s50_1
Detailed Route WL - 6310 microns
Register pins left without a clock - 3
Worst-path fanout max - 7
DPL Wire Length - 4750 microns
R2r setup slk - 3220 ps
Final Critical Period - 4600 ps
Yosys reg bits - 52
XOR Share, Synth - 5.14%
Critical path capture point type - output pin
Mux area share - 20.0%
Port Buffer Count - 24
Largest net degree at the start of global routing - 53
Final Setup Violations - 0
Critical path class - input pin to output pin
Total of max-cap violations - 0
Tool warnings - 29
Die height - 100 microns
Syn Inst Count - 260
CP peak stage delay - 390 ps
Core footprint - 9280 sq um
Worst setup margin - 196 ps
CTS tree - built
Peak supply drop - 0.211 mV
Ys async rst share - 100%
Slew HR - 41.1%
CP Launch Type - input pin
Via Count - 2,125
Vias/cell - 4.83
GP Congestion - 0.900
Fmax - 217 MHz
Standard-cell row count - 35
Vias in the first global route - 2,088
Leak - 1.60 nW
Fillers - 912
Crit path max-delay cell type - clkdlybuf4s50_1
Dpl ws - -130 ps
Cell area after synthesis - 2900 sq um
Initial antenna violation count - 0
Clock latency (worst-skew pair) - 300 ps
Worst-path clk slew - 80 ps
CTS buffer count - 5
Iter 0 DRT Violations - 75
Gr ovfl total - 0
Tightest Pin Transition - 877 ps
Avg Inst Size Synth - 11.1 sq um
Fin. Hold Viols - 0
Hold crit path type - register to register
H-Tree Depth - 2
ANT nets after route - 0
First-pass GRT wire length - 10,600 microns
Clock Tree Buf Depth - 2
Main logic family after synthesis - multiplexers
Clock Skew - 3.80 ps
Aoi share - 9.16%
RSZ-0062 raised after global routing - no
Root buf cell - clkbuf_8
Chip area - 10,100 sq um
Flip-flops with a built-in enable - 0
Final Max Slew Viols - 0
Final Util - 39.0%
Adder share - 3.46%
CTS Hold Buffers Added - 0
Share of post-route cells with drive strength above 1 - 27.7%
Initial Utilization - 31.2%
Total design power - 0.00114 W
Layout area overhead - 25.1%
Tot GR Track Use - 13.8%
WP data required - 3840 ps
Commonest Layout Cell - dfrtp_1
Basic Gates by Area - 12.6%
# IOs - 26
P per Cell Area - 314 nW/um^2
Seq share, synth - 44.9%
N_diodes - 0
Ys cells - 260
Avg WL per Cell - 14.3 microns
Endpoints left unconstrained - 3
worst paths after layout:
path	start	end	cells past startpoint
hold / removal	q1[13]	q1[13]	1
setup / recovery	write	seg[0]	12
max in group asynchronous	reset	q1[7]	3
hold reg to reg	q1[13]	q1[13]	1
min in group asynchronous	reset	q1[13]	3
setup reg to reg	q1[2]	q1[15]	6
cells in the mapped netlist (all sizes together), types with 2 or more instances:
cell type / n / area share, %
nand3: 17 / 3.1
a32o: 2 / 0.69
and3: 5 / 1.1
o21ai: 11 / 1.9
nor2b: 3 / 0.65
a21oi: 4 / 0.69
a31oi: 3 / 0.86
nor2: 10 / 1.3
nor3: 3 / 0.52
ha: 8 / 3.5
xnor2: 13 / 3.9
nand2: 22 / 2.9
xor2: 4 / 1.2
nand4: 9 / 1.9
buf: 10 / 3.0
o22ai: 3 / 0.86
a22o: 2 / 0.60
o32ai: 2 / 0.86
mux2i: 14 / 5.8
dfrtp: 52 / 45
inv: 12 / 1.6
mux2: 36 / 14
nand2b: 3 / 0.65
a32oi: 2 / 0.60
layer usage:
metal | global-route usage (%) | routed length, microns | up-vias
li1 | - | - | 1029
met1 | 22.3 | 3170 | 1023
met2 | 19.4 | 2620 | 65
met3 | 3.97 | 469 | 8
met4 | 1.67 | 46 | 0
met5 | 0 | 0 | -
cells by family after synthesis:
| logic type | count (synthesis) |
|---|---|
| other | 1 |
| adder cells (fa/ha/maj) | 8 |
| buffers and inverters | 23 |
| AND/OR/NAND/NOR | 74 |
| multiplexers | 50 |
| XOR/XNOR | 17 |
| AND-OR/OR-AND | 35 |
| flip-flops | 52 |
where the power goes:
group | internal [W] | switching [W]
sequential | 0.000474 | 0.0000436
clock | 0.000169 | 0.000135
combinational | 0.000193 | 0.000125
sequential cells by signal, summed over array words and instances, names as in the netlist:
register / flops
q: 32
q1: 17
q2: 3
repair_timing:
| action | CTS | global route |
|---|---|---|
| endpoints found under the setup margin | 7 | 3 |
| setup buffers | 2 | 0 |
| gates resized | 4 | 3 |
| gates cloned | 1 | 0 |
metrics by stage:
step                      cells  TNS, ps  area [sq um]  hold WS [ps]
final                       440        0          3620           476
after global routing        440        0          3620           500
after CTS                   440        0          3620           476
after detailed placement    429     -542          3440           460
after global placement      429     -683          3440           454
after floorplan             260        0          2900           438
cell type report:
| type | instances | area [sq um] | share of cell area [%] |
|---|---|---|---|
| Clock buffer | 6 | 82.6 | 2.28 |
| Clock inverter | 2 | 37.5 | 1.04 |
| Inverter | 12 | 45.0 | 1.24 |
| Multi-Input combinational cell | 185 | 1480 | 40.7 |
| Sequential cell | 52 | 1300 | 35.9 |
| Tap cell | 129 | 161 | 4.45 |
| Timing Repair Buffer | 54 | 519 | 14.3 |
critical path, delay by kind of cell:
family / cells / cell delay (ps)
buf+inv: 4 / 910
mux: 3 / 850
compound gates: 4 / 710
fa+ha+maj: 1 / 220
Power is estimated from default activity; no workload was simulated.
