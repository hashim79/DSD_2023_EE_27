File: flow/run.sh
#!/bin/bash
# OpenROAD 26Q1-2900-gdf79404cd8, Yosys 0.63+post, stock flow scripts
make -C /OpenROAD-flow-scripts/flow DESIGN_CONFIG=/design/flow/config.mk WORK_HOME=/design/flow/orfs finish
File: flow/config.mk
export PLATFORM = sky130hd
export DESIGN_NAME = Lab_5_behav
export DESIGN_NICKNAME = Lab_5_behav
export VERILOG_FILES = /design/flow/design.v
export SDC_FILE = /design/flow/constraint.sdc
export NUM_CORES = 4
export LEC_CHECK = 1
export CORE_AREA = 10 10 70 70
export DIE_AREA = 0 0 80 80
File: flow/constraint.sdc
current_design Lab_5_behav

set clk_period 1.7
set clk_io_pct 0.2

create_clock -name clk0 -period $clk_period

set non_clock_inputs [all_inputs -no_clocks]
set_input_delay [expr $clk_period * $clk_io_pct] -clock clk0 $non_clock_inputs
set_output_delay [expr $clk_period * $clk_io_pct] -clock clk0 [all_outputs]
File: flow/design.v
module Lab_5_behav(
    input logic [3:0] num,
    input logic [2:0] sel,
    output logic A,B,C,D,E,F,G,DP,
    output logic [7:0] AN
    );
    always_comb
        begin
        DP = 1;
            case(num)
                4'b0000 : {A,B,C,D,E,F,G} = 7'b0000001;
                4'b0001 : {A,B,C,D,E,F,G} = 7'b1001111;
                4'b0010 : {A,B,C,D,E,F,G} = 7'b0010010;
                4'b0011 : {A,B,C,D,E,F,G} = 7'b0000110;
                4'b0100 : {A,B,C,D,E,F,G} = 7'b1001100;
                4'b0101 : {A,B,C,D,E,F,G} = 7'b0100100;
                4'b0110 : {A,B,C,D,E,F,G} = 7'b0100000;
                4'b0111 : {A,B,C,D,E,F,G} = 7'b0001111;
                4'b1000 : {A,B,C,D,E,F,G} = 7'b0000000;
                4'b1001 : {A,B,C,D,E,F,G} = 7'b0000100;
                4'b1010 : {A,B,C,D,E,F,G} = 7'b0001000;
                4'b1011 : {A,B,C,D,E,F,G} = 7'b1100000;
                4'b1100 : {A,B,C,D,E,F,G} = 7'b0110001;
                4'b1101 : {A,B,C,D,E,F,G} = 7'b1000010;
                4'b1110 : {A,B,C,D,E,F,G} = 7'b0110000;
                4'b1111 : {A,B,C,D,E,F,G} = 7'b0111000;
            endcase
        end
        always_comb
            begin
                case(sel)
                    3'b000 : AN = 8'b11111110;
                    3'b001 : AN = 8'b11111101;
                    3'b010 : AN = 8'b11111011;
                    3'b011 : AN = 8'b11110111;
                    3'b100 : AN = 8'b11101111;
                    3'b101 : AN = 8'b11011111;
                    3'b110 : AN = 8'b10111111;
                    3'b111 : AN = 8'b01111111;
                endcase
            end
endmodule
==> qor.yml <==
gr-usage-all-layers: 0.03191
area_leaders: "ha_1, mux2i_1, mux4_2, nand3b_1, nor2_1"
overflow: 0
max-vdd-ir-drop_mv: 0.05599
yosys_area_um2: 339.1
layout-drive-gt1-share: 0.3766
dieArea_um2: 6400
fin_hold_ws_ns: 1.066
p_leak_nw: 0.3303
fin_ws_ns: 0.02212
tool_warnings: 38
worstSetupPathType: "in -> out"
core_area_um2: 3416
io_buffer_count: 22
final_util: 0.2139
gp_congestion: 0.7962
drt-initial-drc-count: 2
fp.dieH_um: 80
top_cell: "ha_1"
post-place-ws_ns: -0.7194
startpoint: "num[0]"
fin_cells: 123
via_per_inst: 3.398
insertedDiodeCount: 0
placed_cells: 122
top_cells_by_count: "ha_1, mux2i_1, nor2_1, inv_1, nand3b_1"
status: "complete, no violations"
synth_area_leader_cell: "ha_1"
seq_cell_count: 0
p_per_area_nw_per_um2: 195.7
yosysWarnings: 1
design_area_um2: 730.7
n_fill_cell: 369
synth_cell_type_count: 19
yosys_cells: 44
num_vias: 418
flop_area_um2: 0
die_w_um: 80
start_kind: "input pin"
period_needed_ns: 1.678
setup_violations: 0
slew_viol_final: 0
ios: 23
first_pass_iters: 4
netlist_instances: 44
synth_area_um2: 339.1
routed_wl_um: 1186
fmax_ghz: 0.5960
worstPathRequired_ns: 1.36
crit_fanout: 6
min_period_over_period: 0.9870
clock_buffers: 0
drc: 0
dpl.hpwl_um: 975.8
grt_pass1_wl_um: 1766
hp-class: "in -> out"
rows: 21
placed_area_um2: 691.9
top_cell_area_share: 0.2583
worstHoldStart: "sel[2]"
critPathArrivalTime_ns: 1.34
grt_antenna_before_repair: 0
fp_util: 0.09927
synth.avg_cell_area_um2: 7.706
grt_pass1_vias: 405
area_growth_pct: 115.5
ant_nets: 0
wl_per_cell_um: 9.642
cap_violations: 0
endpoint_kind: "primary output"
grt_max_degree: 9
finalHoldViolCount: 0
ys_seq_frac: 0
## stage by stage
stage / power (mW) / TNS, ns
2_1_floorplan: 0.04847 / 0
3_3_place_gp: 0.1452 / -5.855
3_5_place_dp: 0.1472 / -6.165
4_1_cts: 0.1407 / 0
5_1_grt: 0.1585 / -0.05291
6_report: 0.1430 / 0
## report_power, final
group          leakage, nW  switching (mW)  total (mW)  internal (mW)
Sequential               0               0           0              0
Clock                    0               0           0              0
Combinational        0.330          0.0556       0.143         0.0874
## per-layer routing
layer / global-route usage / routed length, um
met5: 0 / 0
met4: 0 / 0
met3: 0.006818 / 100
met2: 0.06581 / 622
met1: 0.03311 / 463
## timing repair
action                                 4_1_cts  5_1_grt
pin swaps                                    3        2
hold buffers                                 0        0
setup endpoints to repair                   15        6
cloned                                       1        0
resized                                     42        7
endpoints found under the hold margin        0        0
setup buffers                                0        0
## critical path, stage by stage
cell           delay [ns]
buf_6                0.10
buf_6                0.13
ha_4                 0.15
buf_4                0.13
mux2i_1              0.14
o21ai_1              0.10
dlygate4sd2_1        0.25
## path summary, 6_finish.rpt
| kind | to | cells after the start |
|---|---|---|
| worst max-delay path | A | 7 |
| worst min-delay path | AN[2] | 3 |
## placed cells by master (no fill, tap or decap), drive strengths merged
master and instances:
a21oi 2, a32o 1, buf 18, clkbuf 2
clkdlybuf4s15 3, clkdlybuf4s50 6, conb 1, dlygate4sd2 7
ha 7, inv 3, mux2i 6, mux4 1
nand2 2, nand2b 2, nand3 1, nand3b 3
nor2 6, o211ai 1, o21ai 2, or3 1
or3b 2
## layout make-up
| cell class | count | area (um^2) | area share |
|---|---|---|---|
| timing repair buffer | 36 | 309.0 | 0.4229 |
| inverter | 3 | 11.26 | 0.01541 |
| multi-input combinational | 38 | 352.8 | 0.4829 |
| tap | 46 | 57.56 | 0.07877 |
## cell families after synthesis
logic type,share of synthesized area
simple gates,0.2768
mux,0.2435
fa+ha+maj,0.2583
compound gates,0.1107
buf+inv,0.09962
other cells,0.01106
No activity file was given, so power comes from the tool's default toggle rates.
